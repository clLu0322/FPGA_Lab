==> ./design.v <==
`timescale 1ns / 1ps
module apr10(clk, Data, P, counter, r, rst);
input clk, rst, Data;
input [3:0]P;
output reg r;
output reg [2:0]counter;	 
reg [3:0]comp;
always@(posedge clk or posedge rst)begin
	 if(rst == 1 )begin
		 counter = 3'b000 ;
		 r = 0;
		 comp = 4'b0000; end 	
  else begin		 
	 comp[3] = comp [2];
	 comp[2] = comp [1];
	 comp[1] = comp [0];
	 comp[0] = Data; 
	 if (P[0] == comp[0])begin
	   if (P[1] == comp[1])begin
		  if (P[2] == comp[2])begin
		    if (P[3] == comp[3])begin
	           r = 1;
	           counter = counter + 1; 
        end else begin
			 r <= 0; end
       end else begin
		  r <= 0; end
     end else begin
      r <= 0; end  		
 end else begin
   r <= 0; end 	
	end
end
endmodule
==> ./run.sh <==
#!/bin/bash
# OpenROAD 26Q1-2900-gdf79404cd8, Yosys 0.63+post, stock flow scripts
make -C /OpenROAD-flow-scripts/flow DESIGN_CONFIG=/design/flow/config.mk WORK_HOME=/design/flow/orfs finish
==> ./config.mk <==
export PLATFORM = sky130hd
export DESIGN_NAME = apr10
export DESIGN_NICKNAME = apr10
export VERILOG_FILES = /design/flow/design.v
export SDC_FILE = /design/flow/constraint.sdc
export NUM_CORES = 4
export LEC_CHECK = 1
export CORE_AREA = 10 10 70 70
export DIE_AREA = 0 0 80 80
==> ./constraint.sdc <==
current_design apr10

set clk_period 2.9
set clk_io_pct 0.2

create_clock -name clk0 -period $clk_period [get_ports {clk}]

set non_clock_inputs [all_inputs -no_clocks]
set_input_delay [expr $clk_period * $clk_io_pct] -clock clk0 $non_clock_inputs
set_output_delay [expr $clk_period * $clk_io_pct] -clock clk0 [all_outputs]
==> run notes <==
Results of the full flow below.

Final layout:
- For the completed layout, the total cell area is recorded as 468 um^2.
- The run gives the register cell area after layout as 175 um^2.
- The run gives the most frequent logic cell in the layout as sky130_fd_sc_hd__clkdlybuf4s50_1.
- Excluding fillers, the count of instances in the completed layout stands at 78.
- Counting the fill cells in the layout gives 393.
- The run gives the fraction of the core area covered by cells at the end of the flow as 0.137.
- The run gives the growth of design area from synthesis to finish as 64.8%.
- The run gives the share of post-route cells with drive strength above 1 as 0.156.
- Summing all multi-input logic gate instances after layout gives 105 um^2.
- The library cells used most frequently in the layout, excluding fill and tap cells, are sky130_fd_sc_hd__clkdlybuf4s50_1, sky130_fd_sc_hd__dfrtp_1, sky130_fd_sc_hd__xor2_1, sky130_fd_sc_hd__clkbuf_4.

Synth:
- The run gives the leading area contributor after synthesis as sky130_fd_sc_hd__dfrtp_1.
- The share of the Yosys chip area taken by registers is 0.617.
- For reference, the top cells by area after synthesis are sky130_fd_sc_hd__dfrtp_1, sky130_fd_sc_hd__xor2_1, sky130_fd_sc_hd__nor4_4, sky130_fd_sc_hd__mux2_4, sky130_fd_sc_hd__ha_1.
- The run gives the total cell area reported by yosys after synthesis as 284 um^2.
- The run puts the total of flip-flops plus latches after synthesis at 7.
- The run gives the post-synthesis instance total as 18.
- The run puts the yosys warning tally at 1.
- The average instance in the mapped netlist occupies 15.8 um^2.
- Yosys mapped the design onto 8 distinct sky130hd cell types.
- The run gives the cell area after synthesis as 284 um^2.
- For this design, Yosys synthesis ends with a cell count of 18.
- The area fraction of the largest cell type after synthesis is 0.617.

Route:
- The run gives the total vias in the final route as 175.
- Per the detail_route report, routed wire per instance is 7.54 um.
- The run puts the residual DRC count at 0.
- The run gives the number of diodes as 0.
- The run gives the detailed-route vias per instance as 2.24.
- The iteration count recorded for the first detailed-route pass is 2.
- Per the log, the first TritonRoute iteration ended with a DRC count of 1.
- The run puts the routed wire length at 588 um.
- The run puts the post-detailed-route count of antenna-violating nets at 0.

Clocking:
- The report lists the number of cells resized after CTS as 0.
- TritonCTS built the clock tree.
- The run puts the total CTS buffers at 3.
- The run puts the CTS H-tree depth at 1.
- The run puts the post-cts hold buffer count at 0.
- The tree built by TritonCTS fans out to 7 sinks.
- Clock latency on the worst-skew pair, taken at its later pin, is 250 ps.
- The run gives the number of setup buffers added after CTS as 0.
- Per the CTS log, the root buffer master is sky130_fd_sc_hd__clkbuf_4.
- The run puts the maximum number of buffers from clock root to sink at 2.
- The run gives the clock slew seen by the registers of the worst setup and hold paths as 50 ps.

Job:
- Across the run, the number of max-cap violations was 0.
- The run puts the number of warnings in the stage logs at 25.

Global routing:
- In the global route stage, overall resource usage came out at 0.0189.
- The run gives the maximum number of pins on one net before global-route repair as 8.
- The first global-routing pass estimated 959 um of wire.
- The run puts the via count of the first global-routing pass at 202.
- The run puts the overflow left after global routing at 0.
- The run gives the number of antenna violations at the first check in global routing as 0.

Critical path:
- The run gives the worst stage delay on the critical path as 430 ps.
- The run puts the worst path buffer plus inverter count at 1.
- The run puts the endpoint arrival time on the critical path at 1960 ps.
- The run gives the type of element launching the critical path as a primary input.
- The run gives the startpoint of the most critical register-to-register path as comp[0].
- The run gives the maximum net fanout on the critical path as 4.
- The run gives the family of cells with the greatest summed delay on the critical path as buffers and inverters.
- The run puts the reg-to-reg setup timing slack at 1450 ps.
- The run gives the critical path class as primary input to register.
- The run gives the required time of the critical path as 3040 ps.
- The run gives the number of cells on the worst reg-to-reg path as 3.
- For reference, the critical path cell chain is clkdlybuf4s50_1 > xor2_1 > nor4_4 > mux2_4.
- STA classifies the critical path endpoint as a register.
- The run gives the slowest stage cell on the critical path as sky130_fd_sc_hd__clkdlybuf4s50_1.
- For the worst reg-to-reg path, the endpoint reported by OpenROAD is counter[1].

Timing:
- The run gives the final critical-path required period as 1830 ps.
- Setup repair after global routing left no endpoint under its margin.
- The most critical hold endpoint after final layout shows a slack of 392 ps.
- The run puts the worst-case headroom to the max-slew limit at 0.729.
- The run gives the final tally of setup violations as 0.
- After layout, the worst setup slack is 1070 ps.
- The run gives the top achievable clock speed as 0.547 GHz.
- The run puts the setup TNS at 0 ps.
- The run puts the slew at the pin closest to its max-slew limit at 403 ps.
- The run gives the post-route fraction of the period consumed by the critical path as 0.630.
- On the final layout, the worst clock skew is 5.87 ps.
- The run gives the final max-slew violation count as 0.
- The run puts the count of final hold-check violations at 0.

Min path:
- The most critical min-delay path falls under register to register.
- The run gives the hold path startpoint as comp[0].
- The path with the worst hold slack has its endpoint at comp[1].
- The run puts the cell count of the worst hold path at 0.

Placement:
- Summed over all nets, the half-perimeter wirelength after detailed placement is 495 um.
- The run puts the placement-stage cell area at 442 um^2.
- The run gives the worst setup slack after placement as 791 ps.
- The run puts the number of cells in the design after placement at 74.
- The run puts the tally of buffers added on design ports at 10.
- The run gives the placer congestion estimate as 0.640.

Power:
- The run gives the reported leakage power as 0.187 nW.
- The run gives the total power density per cell area as 671 nW/um^2.
- The worst VDD IR drop from the latest analysis is 0.0970 mV.
- Summing internal, switching and leakage power gives 0.314 mW.

Die:
- The run gives the initial cell density of the core as 0.0832.
- The run gives the chip area as 6400 um^2.
- The run gives the site row count as 21.
- The run puts the horizontal die dimension at 80 um.
- The run puts the count of boundary I/O pins at 11.
- The run puts the overall die height at 80 um.
- The run gives the core box area as 3420 um^2.

Run status:
- The flow ran to the end, and the final reports show no timing, DRC or antenna violations.
==> worst reg2reg max path, delay by kind of cell, from the launching register on <==
family,cells,cell delay [ps]
and+or+nand+nor,1,440
DFF,1,380
muxes,1,330
xor gates and xnor gates,1,190
==> synthesized netlist by cell type <==
cell	count
sky130_fd_sc_hd__xor2_1	5
sky130_fd_sc_hd__inv_1	1
sky130_fd_sc_hd__xnor2_1	1
sky130_fd_sc_hd__nor4_4	1
sky130_fd_sc_hd__ha_1	1
sky130_fd_sc_hd__dfrtp_1	7
sky130_fd_sc_hd__mux2_4	1
sky130_fd_sc_hd__nand2_1	1
==> how the worst max path moves through the flow <==
stage,depth (start not counted),endpoint,start,slack [ps]
after CTS,4,counter[1],Data,1060
final,4,counter[1],Data,1070
after global routing,4,counter[1],Data,1040
==> power breakdown <==
group / internal, mW / total (mW) / switching [mW]
registers: 0.121 / 0.140 / 0.0184
logic: 0.0656 / 0.0874 / 0.0218
clock network: 0.0524 / 0.0872 / 0.0348
==> cell families after synthesis <==
family | Yosys count | share of synthesized area
xor+xnor | 6 | 0.185
fa+ha+maj | 1 | 0.0440
buf+inv | 1 | 0.0132
flops | 7 | 0.617
mux | 1 | 0.0528
simple gates | 2 | 0.0881
==> sequential cells by signal, indices dropped and copies added (netlist names) <==
signal,flops
counter,3
r,1
comp,3
==> final cells by class <==
| type | instances | area share |
|---|---|---|
| Clock buffer | 4 | 0.0561 |
| Inverter | 1 | 0.00802 |
| Multi-Input combinational cell | 10 | 0.225 |
| Sequential cell | 7 | 0.374 |
| Tap cell | 46 | 0.123 |
| Timing Repair Buffer | 10 | 0.214 |
==> layer usage <==
layer | part of all wire | routed length, um | track usage | vias to the layer above
li1 | - | - | - | 84
met1 | 0.32 | 189 | 0.0189 | 81
met2 | 0.55 | 325 | 0.0313 | 6
met3 | 0.041 | 24 | 0.00568 | 4
met4 | 0.082 | 48 | 0.0158 | 0
met5 | 0 | 0 | 0 | -
Power is estimated from default activity; no workload was simulated.
