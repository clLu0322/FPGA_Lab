File: ./design.v
`timescale 1ns / 1ps
module may22(
    input clk,
    input rst,
    input x,
    input y,
    input z,
    output reg[3:0] LED
    );
reg [3:0]w;
always@(posedge clk or posedge rst)begin
if(rst)
begin
  w <= 0;
end
else begin
  w <= (2*x + 2*y + 6*z);
  if(w > 6)
     LED <= 4'b1111;
  else if(w > 4)
     LED <= 4'b0111;
  else if(w > 2)
     LED <= 4'b0011;
  else 
     LED <= 4'b0001;
end
end
endmodule
File: ./run.sh
#!/bin/bash
# OpenROAD 26Q1-2900-gdf79404cd8, Yosys 0.63+post, stock flow scripts
make -C /OpenROAD-flow-scripts/flow DESIGN_CONFIG=/design/flow/config.mk WORK_HOME=/design/flow/orfs finish
File: ./config.mk
export PLATFORM = sky130hd
export DESIGN_NAME = may22
export DESIGN_NICKNAME = may22
export VERILOG_FILES = /design/flow/design.v
export SDC_FILE = /design/flow/constraint.sdc
export NUM_CORES = 4
export LEC_CHECK = 1
export CORE_AREA = 10 10 70 70
export DIE_AREA = 0 0 80 80
File: ./constraint.sdc
current_design may22

set clk_period 1.0
set clk_io_pct 0.2

create_clock -name clk0 -period $clk_period [get_ports {clk}]

set non_clock_inputs [all_inputs -no_clocks]
set_input_delay [expr $clk_period * $clk_io_pct] -clock clk0 $non_clock_inputs
set_output_delay [expr $clk_period * $clk_io_pct] -clock clk0 [all_outputs]
==> qor.yml <==
run_status:
  outcome: "finished, final reports clean"
sta:
  fin_crit_ns: 0.969
  finalHoldViolCount: 0
  holdWs_ns: 0.318
  fin_skew_ns: 0.00927
  finalCritPeriodShare_pct: 96.9
  drv_slew: 0
  rsz0062_at_grt: "no"
  setup_violations: 0
  max_freq_ghz: 1.03
grt:
  overflow: 0
  grt_pass1_wl_um: 800
  track_usage_pct: 1.63
  antenna_found_initial: 0
  grt_max_degree: 5
  grt_pass1_vias: 181
floorplanning:
  chipWidth_um: 80
  num_rows: 21
  dieHeight_um: 80
  ios: 9
  dieArea_sq_um: 6400
  core_sq_um: 3420
  initCoreUtil_pct: 7.33
layout:
  post-route-util_pct: 11.9
  design_area_sq_um: 405
  drive_gt1_share_pct: 43.3
  syn_to_final_growth_pct: 62.0
synthesis:
  dominantRegCellSynth: "edfxtp_1"
  ys_cells: 19
  syn_avg_cell_area_sq_um: 13.2
  netlist_top_cells_area: "edfxtp_1 (36%), dfrtp_1 (30%), inv_1 (9.0%)"
  edf_count: 3
  ys_seq_share_pct: 66.0
  ys_chip_area_sq_um: 250
  yosysWarningCount: 1
  syn_inst: 19
  numSynthFlops: 6
  synth_top_cell_by_count: "inv_1"
  synth_area_sq_um: 250
  synth.largest_area_cell: "edfxtp_1"
  synth_top_area_share_pct: 36.0
  ys_types: 10
  synthTopCellsByCount: "inv_1 (6), dfrtp_1 (3), edfxtp_1 (3)"
  async_flop_share_pct: 50.0
setup_path:
  cp_cell_sequence: "dlygate4sd2_1 > inv_2 > fa_2 > inv_2 > ha_4"
  required_ns: 1.13
  crit_path_max_fanout: 1
  cp-start-kind: "input pin"
  critPathCaptureType: "flop"
  reg2reg_slack_ns: 0.15
  crit_arrival_ns: 1.10
  critPathTopFamily: "adder cells"
  crit_top_cell: "inv_2"
  path_class: "in2reg"
  cp.buffers_inverters: 3
  critPathMaxStageDelay_ns: 0.38
  cpMaxStageDelayCell: "fa_2"
routing:
  routedWlPerCell_um: 5.96
  wl_um: 453
  drc: 0
  vias_per_cell: 1.96
  drtAntennaViolNets: 0
  drt_iter0_markers: 4
  firstDrtPassIters: 2
  vias: 149
  antenna_cells: 0
clock_network:
  ctsHtreeMaxLevel: 1
  clock_path_buffers: 2
  cts.sinks: 6
  cts_tree: "yes"
  clkTransAtPathRegs_ns: 0.04
  cts_buffers: 3
  post-cts-setup-buffers: 0
  insertion_delay_ns: 0.25
  root_buffer: "clkbuf_4"
flow_run:
  max-cap-violations: 0
  warnings: 25
pwr:
  peakVddDrop_mv: 0.304
  p_leak_nw: 0.178
  power_density_nw_per_um2: 1490
min_path:
  worst_hold_path_type: "in2async"
placement:
  io_buffers: 7
  dp_hpwl_um: 342
  gp_congestion: 0.669
  dpl_cell_area_sq_um: 384
## sequential cells by signal, summed over array words and instances (netlist names)
signal,count
w,3
LED,3
## tightest hold or removal path: cells and delay by family
family	cells	cell delay, ns
buffers and inverters	3	0.68
## cells in the final DEF (no fill, tap or decap), drive strengths merged
master,n
inv,6
clkbuf,5
buf,4
edfxtp,3
dfrtp,3
dlygate4sd2,2
a21o,1
or2,1
fa,1
ha,1
conb,1
clkdlybuf4s50,1
clkdlybuf4s15,1
## kinds of logic after synthesis
| kind of cell | after synthesis | share of synthesized area, % |
|---|---|---|
| flops | 6 | 66.0 |
| simple gates | 1 | 2.50 |
| buf+inv | 8 | 13.5 |
| other cells | 1 | 1.50 |
| compound gates | 1 | 3.50 |
| fa+ha+maj | 2 | 13.0 |
## layer usage
| metal | GRT usage (%) | up-vias | part of all wire (%) |
|---|---|---|---|
| met5 | 0 | - | 0 |
| li1 | - | 75 | - |
| met3 | 2.39 | 2 | 29 |
| met2 | 2.01 | 11 | 28 |
| met4 | 0.352 | 0 | 0.88 |
| met1 | 1.49 | 61 | 42 |
## stage by stage
stage	worst slack [ns]	setup TNS [ns]	instances	power, mW
3_3_place_gp	-0.471	-1.26	72	0.369
2_1_floorplan	0.0217	0	19	0.328
3_5_place_dp	-0.521	-1.41	72	0.374
6_report	0.0306	0	76	0.604
4_1_cts	0.00307	0	76	0.618
5_1_grt	0.0000929	0	76	0.648
## power by group
| part | total [mW] | internal (mW) | switching (mW) |
|---|---|---|---|
| Clock | 0.242 | 0.151 | 0.0903 |
| Sequential | 0.297 | 0.289 | 0.00844 |
| Combinational | 0.0654 | 0.0388 | 0.0265 |
| Total | 0.604 | 0.479 | 0.125 |
## what timing repair did
item                                    CTS  global route
pin swaps                                 2             0
hold buffers                              0             0
endpoints found under the setup margin    6             2
resized                                  14             2
## cell type report
cell class | count | area [sq um]
fill | 399 | 3010
inverter | 6 | 22.5
timing repair buffer | 9 | 67.6
tap | 46 | 57.6
clock buffer | 4 | 26.3
sequential | 6 | 165
multi-input combinational | 5 | 66.3
## worst paths after layout
kind | start | endpoint | cells past startpoint
setup / recovery | x | w[2]$_DFF_PP0_ | 5
hold / removal | rst | w[3]$_DFF_PP0_ | 3
setup reg to reg | w[3]$_DFF_PP0_ | LED[1]$_SDFFCE_PP1N_ | 1
hold reg to reg | w[3]$_DFF_PP0_ | LED[3]$_SDFFCE_PN1N_ | 0
max in group asynchronous | rst | w[2]$_DFF_PP0_ | 3
min in group clk0 | z | w[3]$_DFF_PP0_ | 3
Power and IR drop assume default switching activity.
