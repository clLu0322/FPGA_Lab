`design.v`:
```
`timescale 1ns / 1ps
module may1(
    input clk,
	 input rst,
    input [3:0] DIP,
    input [3:0] PB,
    output reg[3:0] LED
    );
	 reg [2:0]err_state;
	 reg [3:0]crr_state;
	 reg [3:0]DIPREG = 4'b0;
	 wire o_clk;
	 clk_1#(27000000)
clk1(.clk(clk),.rst(rst),.o_clk(o_clk));
	 always@(posedge o_clk or posedge rst)begin
	 if(rst)
	 begin
	   LED <= 4'b0000;
		err_state <= 3'b0;
		crr_state <= 3'b0;
	 end
	 else 
	 begin
	   case(DIP)
		   4'b1001:begin
				if (crr_state > 4'b1000)begin
				 crr_state <= 4'b1111;
				 end else begin  
				 crr_state <= crr_state + 1; end
				case(crr_state)
				  4'b0000: LED <= 4'b0000;
				  4'b0001: LED <= 4'b0001;
				  4'b0010: LED <= 4'b0010;
				  4'b0011: LED <= 4'b0100;
				  4'b0100: LED <= 4'b1000;
				  4'b0101: LED <= 4'b0100;
				  4'b0110: LED <= 4'b0010;
				  4'b0111: LED <= 4'b0001;
				  4'b1000: LED <= 4'b0000;
				  default: LED <= PB;
				endcase
			end
			default: begin
			    DIPREG <= DIP;
				 err_state <= err_state + 1;  
				 case(err_state)
				   3'b000: LED <= 4'b0000;
				   3'b001: LED <= 4'b1111;
					3'b010: LED <= 4'b0000;
					3'b011: LED <= 4'b1111;
					3'b100: LED <= 4'b0000;
					3'b101: LED <= 4'b1111;
					3'b110: LED <= 4'b0000;
					default: err_state <= err_state - 1;
			    endcase
			end
		endcase
	  end
  end
endmodule
module clk_1(
   input clk, rst,
	output reg o_clk
	);
	parameter N = 4;
	reg [25:0]cnt;
	always@(posedge clk or posedge rst)begin
	  if(rst)cnt <= 0;
	  else if(cnt == (N-1)) cnt <= 0;
	  else cnt <= cnt +1'b1;
	end
	always@(posedge clk or posedge rst)begin
	  if(rst) o_clk <= 0;
	  else if(cnt < (N>>1)) o_clk <= 1'b1;
	  else o_clk <= 1'b0;
	end
endmodule
```
`run.sh`:
```
#!/bin/bash
# OpenROAD 26Q1-2900-gdf79404cd8, Yosys 0.63+post, stock flow scripts
make -C /OpenROAD-flow-scripts/flow DESIGN_CONFIG=/design/flow/config.mk WORK_HOME=/design/flow/orfs finish
```
`config.mk`:
```
export PLATFORM = sky130hd
export DESIGN_NAME = may1
export DESIGN_NICKNAME = may1
export VERILOG_FILES = /design/flow/design.v
export SDC_FILE = /design/flow/constraint.sdc
export NUM_CORES = 4
export LEC_CHECK = 1
export CORE_UTILIZATION = 50
```
`constraint.sdc`:
```
current_design may1

set clk_period 2.8
set clk_io_pct 0.2

create_clock -name clk0 -period $clk_period [get_ports {clk}]

set non_clock_inputs [all_inputs -no_clocks]
set_input_delay [expr $clk_period * $clk_io_pct] -clock clk0 $non_clock_inputs
set_output_delay [expr $clk_period * $clk_io_pct] -clock clk0 [all_outputs]
```
==> flow_summary.json <==
{
  "post-route-period-util": 0.758,
  "avgSynthCellArea_um2": 9.74,
  "routabilityCongestion": 0.842,
  "worst_setup_path_end_kind": "register",
  "crit_cells": 5,
  "syn-cell-area_mm2": 0.00210,
  "edf_count": 0,
  "synth_cell_type_count": 47,
  "unconstrained_endpoints": 15,
  "track_usage": 0.214,
  "syn_to_final_growth_pct": 11.7,
  "synth-cells-yosys": 216,
  "vias": 1702,
  "internal_power_mw": 0.506,
  "cp_data_arrival_time_ps": 2320,
  "dp_slack_ps": 716,
  "topCellsByArea": "dfrtp_1 (45%), ha_1 (6.5%), xor2_1 (3.7%), a21oi_1 (3.3%), xnor2_1 (3.3%)",
  "power.share.switching": 0.194,
  "report.final.slew_viol_count": 0,
  "crit_start": "clk1.cnt[0]$_DFF_PP0_",
  "reg2reg_to": "clk1.cnt[24]$_DFF_PP0_",
  "rsz0062_at_grt": "no",
  "finalSetupTns_ps": 0,
  "final_core_util": 0.583,
  "start_kind": "register",
  "h-tree-depth": 1,
  "cts_tree": "yes",
  "cts-hold-fix-buffers": 0,
  "peakVddDrop_mv": 0.291,
  "coreArea_mm2": 0.00403,
  "ys.flop_type": "dfrtp_1",
  "grt_max_degree": 39,
  "yosysChipArea_mm2": 0.00210,
  "vias_per_cell": 6.04,
  "power_mw": 0.628,
  "holdCritPathClass": "reg2reg",
  "root_buffer": "clkbuf_8",
  "route.detailed.drc": 0,
  "post_drt_wl_per_cell_um": 14.4,
  "drive_above_1_share": 0.0474,
  "path_class": "reg2reg",
  "grt_overflow_total": 0,
  "period_minus_slack_ps": 2120,
  "slew_headroom": 0.690,
  "top_area_cell": "dfrtp_1",
  "clock_skew_ps": 5.91,
  "ys_ff": 38,
  "r2r_cells": 5,
  "synthArstFlopShare": 1.00,
  "worstPathRequired_ps": 3000,
  "place_area_mm2": 0.00230,
  "worstPathBufferInverterCount": 0,
  "setup_viol": 0,
  "cp_slowest_cell": "or4_4",
  "hold_ws_ps": 504,
  "clock_latency_ps": 260,
  "antenna_found_initial": 0,
  "crit_family": "simple AND/OR/NAND/NOR gates",
  "most_common_cell": "dfrtp_1",
  "cts_resized": 0,
  "outcome": "finished clean",
  "grt_pass1_wl_um": 7180,
  "postLayoutCellArea_mm2": 0.00235,
  "pwr-share-clk": 0.331,
  "cts_setup_buffers": 0,
  "yosys-top-cells-count": "dfrtp_1 (38), nor2_1 (16), a21oi_1 (14), nand2_1 (14), inv_1 (13)",
  "dieArea_mm2": 0.00447,
  "leakagePower_nw": 0.990,
  "cp-endpoint": "clk1.cnt[24]$_DFF_PP0_",
  "fp.dieW_um": 66.9,
  "unclocked_regs": 11,
  "switchingPower_mw": 0.122,
  "ys_seq_share": 0.452,
  "worst_pin_slew_ps": 465,
  "grt_pass1_vias": 1710,
  "drtIter0Drc": 54,
  "crit_fanout": 6,
  "syn_inst": 216,
  "drt-total-wl_um": 4060,
  "finalWorstSetupSlack_ps": 678,
  "port_buffers": 13,
  "critPathMaxStageDelay_ps": 510,
  "max_freq_mhz": 471,
  "ys_warn_count": 2,
  "ff2ff_setup_slack_ps": 680,
  "ant_nets": 0,
  "ios": 14,
  "hold_viol": 0,
  "antenna_cells": 0,
  "warnings": 33,
  "die_h_um": 66.9,
  "crit_chain": "ha_1 -> nand4_1 -> or4_4 -> or4_1 -> a21oi_1",
  "final_cell_count_no_fill": 282,
  "p_comb_frac": 0.049,
  "cap_violations": 0,
  "power.share.sequential": 0.620,
  "fp-utilization": 0.522,
  "power_density_mw_per_mm2": 267,
  "cts_buffer_depth": 2,
  "row_count": 23,
  "rr_startpoint": "clk1.cnt[0]$_DFF_PP0_",
  "netlist.area_leader.share": 0.452,
  "place_inst": 278,
  "numCtsBuffers": 3,
  "place_hpwl_um": 3010,
  "cts.clk_slew.worst_paths_ps": 80,
  "first_pass_iters": 4
}
-- state kept, by name, indices dropped and copies added, names as in the netlist --
register,cells
clk1.o_clk,1
crr_state,4
LED,4
err_state,3
clk1.cnt,26
-- worst min path at each step --
| stage | cells past startpoint | slack, ps | startpoint | endpoint |
|---|---|---|---|---|
| after global routing | 1 | 530 | clk1.cnt[25]$_DFF_PP0_ | clk1.o_clk$_DFF_PP0_ |
| after CTS | 1 | 500 | clk1.cnt[25]$_DFF_PP0_ | clk1.o_clk$_DFF_PP0_ |
| final | 1 | 500 | clk1.cnt[25]$_DFF_PP0_ | clk1.o_clk$_DFF_PP0_ |
-- worst reg2reg max path, delay by kind of cell, from the launching register on --
family / cells / cell delay (ps)
AND/OR/NAND/NOR: 3 / 1210
adder cells (fa/ha/maj): 1 / 260
AND-OR/OR-AND: 1 / 150
flip-flops: 1 / 440
-- cell type report --
cell class | count | area (um2)
timing repair buffer | 17 | 160
inverter | 13 | 48.8
tap | 50 | 62.6
fill | 341 | 1680
sequential | 38 | 951
multi-input combinational | 160 | 1080
clock buffer | 4 | 45.0
-- power by group through the flow --
stage                 registers (mW)  logic [mW]  clock network, mW
final                          0.390      0.0308              0.208
after CTS                      0.390      0.0320              0.217
after global routing           0.390      0.0351              0.230
-- per-layer routing --
layer	up-vias	global-route usage	wire [um]
met4	0	0.0319	41
met1	832	0.299	1860
met3	4	0.0347	154
met2	42	0.369	2010
met5	-	0	0
li1	824	-	-
-- placed cells by master, fill, tap and decap left out, types with 2 or more instances in the layout --
master | Yosys | final
and3_1 | 2 | 2
o311ai_0 | 4 | 4
clkbuf_8 | 0 | 3
clkdlybuf4s50_1 | 0 | 13
nand3_1 | 9 | 9
inv_1 | 13 | 13
nor3_1 | 5 | 5
nand2_1 | 14 | 14
xor2_1 | 9 | 9
or4_1 | 7 | 7
nand2b_1 | 2 | 2
o22ai_1 | 2 | 2
mux2i_1 | 2 | 2
nor4bb_1 | 2 | 2
nand4_1 | 5 | 5
or2_2 | 2 | 2
o31ai_1 | 4 | 4
o21ai_0 | 10 | 10
nor2_1 | 16 | 16
a211oi_1 | 3 | 3
or3_1 | 4 | 4
buf_4 | 0 | 4
o32ai_1 | 2 | 2
xnor2_1 | 8 | 8
a22oi_1 | 2 | 2
ha_1 | 11 | 11
nor4_1 | 2 | 2
dfrtp_1 | 38 | 38
a21oi_1 | 14 | 14
-- cell families after synthesis --
| kind of cell | Yosys count | synth area share |
|---|---|---|
| AND/OR/NAND/NOR | 79 | 0.209 |
| multiplexers | 2 | 0.00952 |
| buffers and inverters | 18 | 0.0333 |
| flip-flops | 38 | 0.452 |
| XOR/XNOR | 17 | 0.0708 |
| adder cells (fa/ha/maj) | 11 | 0.0654 |
| AND-OR/OR-AND | 51 | 0.159 |
Power figures rest on the tool's default switching activity, not on a simulated workload.
